==> flow/design.v <==
`timescale 1ns / 1ps
module nibbleadd(
    input [7:0]A,
    input [7:0]B,
    input ctrl,
    output reg [4:0]q
);
always @(A or B or ctrl) begin
    if (ctrl) begin
        q <= A[7:4] + B[7:4];
    end
    else begin
        q <= A[3:0] + B[3:0];
    end
end
endmodule
==> flow/run.sh <==
#!/bin/bash
# OpenROAD 26Q1-2900-gdf79404cd8, Yosys 0.63+post, stock flow scripts
make -C /OpenROAD-flow-scripts/flow DESIGN_CONFIG=/design/flow/config.mk WORK_HOME=/design/flow/orfs finish
==> flow/config.mk <==
export PLATFORM = sky130hd
export DESIGN_NAME = nibbleadd
export DESIGN_NICKNAME = nibbleadd
export VERILOG_FILES = /design/flow/design.v
export SDC_FILE = /design/flow/constraint.sdc
export NUM_CORES = 4
export LEC_CHECK = 1
export CORE_AREA = 10 10 70 70
export DIE_AREA = 0 0 80 80
==> flow/constraint.sdc <==
current_design nibbleadd

set clk_period 2.1
set clk_io_pct 0.2

create_clock -name clk0 -period $clk_period

set non_clock_inputs [all_inputs -no_clocks]
set_input_delay [expr $clk_period * $clk_io_pct] -clock clk0 $non_clock_inputs
set_output_delay [expr $clk_period * $clk_io_pct] -clock clk0 [all_outputs]
==> flow_summary_export.csv <==
group,metric,value,unit
global_routing,track_usage,0.0345,
cells_and_area,layout-drive-gt1-share,0.418,
hold_path,hold_path_class,"primary input to output port",
critical_path,worst_ep_required_time,1680,ps
hold_path,holdCritStartpoint,"A[3]",
synth,ys_seq_frac,0,
synth,largest_area_cell,"ha_1",
placed_design,postPlaceCellArea,631,µm²
run_status,status,"complete, no violations",
power_and_ir_drop,power.leakage,0.000290,µW
cells_and_area,most-common-layout-cells,"dlygate4sd2_1 (11), buf_2 (4)",
critical_path,cpMaxStageDelayCell,"ha_4",
synth,topCellsByArea,"ha_1 (29%), fa_1 (12%), a21oi_1 (7.3%), inv_1 (6.6%), nor2b_1 (5.5%)",
synth,synthMuxAreaShare,0.0623,
synth,yosys_warnings,1,
cells_and_area,seq_area,0,µm²
synth,compound_area_frac,0.125,
die,coreArea,3420,µm²
final_timing,rsz0062_at_grt,"no",
final_timing,fin_crit_sh,0.964,
critical_path,arrival,1610,ps
drt,totalWireLength,1140,µm
drt,drc,0,
cells_and_area,clock_buffers,0,
placed_design,gp_congestion,0.724,
die,std_cell_rows,21,
synth,top_area_frac,0.293,
synth,yosysUniqueCellTypes,20,
synth,yosys.area_share.xor_xnor,0.0513,
final_timing,relSlewSlack,0.876,
global_routing,grt_pass1_vias,385,
critical_path,cp-start-kind,"primary input",
synth,syn_avg_cell_area,8.13,µm²
drt,via_per_inst,3.13,
die,fp_util,0.100,
global_routing,grt_max_degree,9,
global_routing,antenna_found_initial,0,
drt,final_antenna_net_count,0,
power_and_ir_drop,p_per_area,209,nW/µm²
critical_path,path_class,"primary input to output port",
synth,logic_family,"adder cells",
final_timing,slew_viol_final,0,
job,warnings,32,
synth,syn_area,342,µm²
cells_and_area,syn2layout_area_growth,96.7,%
critical_path,worstPathMaxFanout,3,
hold_path,hold_path_end,"q[4]",
synth,simple_gate_area_frac,0.253,
synth,ys_sh_adder,0.410,
global_routing,grt_overflow,0,
drt,via_count,354,
die,die_area,6400,µm²
cells_and_area,final_cells,113,
critical_path,critical_path.cell_chain,"dlygate4sd2_1 > ha_4 > a21oi_2 > and4b_1 > nor4_2 > buf_2",
die,pin_count,22,
die,die_w,80,µm
final_timing,tightest_slew,185,ps
drt,wl_per_cell,10.1,µm
final_timing,fin_crit,2030,ps
drt,drt_first_pass_iters,3,
power_and_ir_drop,p_total,140,µW
job,max_cap_violations,0,
placed_design,placed_cells,112,
placed_design,port_buffers,22,
critical_path,cp-end-kind,"output port",
synth,ys_cells,42,
power_and_ir_drop,vdd_drop_max,77.1,µV
drt,drt_iter0_markers,7,
hold_path,hold_depth,5,
cells_and_area,ff_count,0,
final_timing,fmax,494,MHz
cells_and_area,final_area,672,µm²
synth,postSynthCellCount,42,
drt,n_antenna_cell,0,
critical_path,slowest_delay,290,ps
die,die_h,80,µm
global_routing,grt_first_pass_wirelength,1790,µm
final_timing,setup_violations,0,
final_timing,hold_viol_final,0,
synth,yosys_area,342,µm²
cells_and_area,final_common_cell,"dlygate4sd2_1",
-- critical path, delay by kind of cell --
kind                     cells  cell delay, ps
AND-OR/OR-AND                1              60
adder cells (fa/ha/maj)      1             290
buffers and inverters        2             400
AND/OR/NAND/NOR              2             440
-- final cells by class --
class                      instances  area, µm²
multi-input combinational         35        372
timing repair buffer              26        220
inverter                           6       22.5
tap                               46       57.6
fill                             384       2740
-- Yosys cell counts (all sizes together) --
master / n
ha: 8
xor2: 1
and4b: 1
nor2b: 3
mux2: 1
inv: 6
buf: 1
nor4: 1
and3: 1
nand2: 1
a22oi: 1
mux2i: 1
o21ai: 2
nand2b: 1
a21oi: 5
fa: 2
xnor2: 1
nor2: 3
nand3: 2
-- routing by layer --
metal | track usage | share of wire | vias to the layer above
li1 | - | - | 196
met1 | 0.0473 | 0.48 | 145
met2 | 0.0538 | 0.43 | 13
met3 | 0.0125 | 0.094 | 0
met4 | 0 | 0 | 0
met5 | 0 | 0 | -
-- logic make-up after synthesis --
logic type	count (synthesis)
xor+xnor	2
fa+ha+maj	10
buf+inv	7
simple gates	13
mux	2
compound gates	8
-- worst max path at each step --
stage | start | endpoint | slack (ps)
finish | B[6] | q[3] | 70
global route | B[6] | q[3] | 2
CTS | B[4] | q[4] | 8
-- power breakdown --
| part | leakage, µW | internal (µW) | switching, µW | total, µW |
|---|---|---|---|---|
| Sequential | 0 | 0 | 0 | 0 |
| Combinational | 0.000290 | 84.6 | 55.6 | 140 |
| Clock | 0 | 0 | 0 | 0 |
| Total | 0.000290 | 84.6 | 55.6 | 140 |
-- metrics by stage --
stage,util,worst slack (ps),setup TNS [ps],hold slack [ps]
after floorplan,-,402,0,984
after global placement,0.185,-709,-2650,2010
after detailed placement,0.185,-698,-2650,2020
after CTS,0.194,8.16,0,1460
after global routing,0.197,2.35,0,1420
final,0.197,75.0,0,1370
-- repair_timing --
| action | CTS | global route |
|---|---|---|
| gates resized | 50 | 7 |
| setup buffers | 0 | 1 |
| hold buffers | 0 | 0 |
| pin swaps | 15 | 11 |
| endpoints found under the setup margin | 5 | 3 |
Power figures rest on the tool's default switching activity, not on a simulated workload.
