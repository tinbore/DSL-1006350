===== flow/config.mk =====
export PLATFORM = sky130hd
export DESIGN_NAME = decade_counter
export DESIGN_NICKNAME = decade_counter
export VERILOG_FILES = /design/flow/design.v
export SDC_FILE = /design/flow/constraint.sdc
export NUM_CORES = 4
export LEC_CHECK = 1
export CORE_AREA = 10 10 70 70
export DIE_AREA = 0 0 80 80

===== flow/constraint.sdc =====
current_design decade_counter

set clk_period 1.3
set clk_io_pct 0.2

create_clock -name clk0 -period $clk_period [get_ports {clk}]

set non_clock_inputs [all_inputs -no_clocks]
set_input_delay [expr $clk_period * $clk_io_pct] -clock clk0 $non_clock_inputs
set_output_delay [expr $clk_period * $clk_io_pct] -clock clk0 [all_outputs]

===== flow/design.v =====
`timescale 1ns / 1ps
module decade_counter(
    input clk,
    input rst,
    output [3:0] count,
    output ten
    );
reg [3:0] count=0;
reg ten=0;
always @(posedge clk)begin
    if(!rst)begin
        if (count == 4'd9)begin
            ten <= 1'b1;
            count <= 1'b0;
        end
        else begin
            ten <= 1'd0;
            count <= count + 1'b1;
        end
    end
end
endmodule

===== flow/run.sh =====
#!/bin/bash
# OpenROAD 26Q1-2900-gdf79404cd8, Yosys 0.63+post, stock flow scripts
make -C /OpenROAD-flow-scripts/flow DESIGN_CONFIG=/design/flow/config.mk WORK_HOME=/design/flow/orfs finish

==> notes.md <==
Implementation numbers.

- The power consumption reads 0.525 mW.
- The sequential-to-total area share from yosys stat reads 57.7%.
- The highest metal layer with signal wires reads met4.
- In the Yosys report the total cell count is 19.
- The leakage power is 0.191 nW.
- The via count normalized by instance count reads 2.35.
- The number of placement rows is 21.
- The final timing report derives a shortest allowable period of 1270 ps.
- The weighted congestion at the end of routability-driven global placement is 0.781.
- The core utilization at floorplan reads 7.62%.
- The total of warnings raised by yosys reads 1.
- Measured along the y axis, the die boundary spans 80 um.
- The full die area is 6400 sq um.
- The final antenna diode count reads 0.
- The upper clock frequency limit is 785 MHz.
- The count of input and output buffers is 6.
- The most common flop cell mapped by yosys reads sky130_fd_sc_hd__edfxtp_1.
- The clock net sink count reads 5.
- The hold-fix buffer count after cts is 0.
- In this run the number of H-tree levels came out at 1.
- Clock latency on the worst-skew pair, taken at its later pin, is 240 ps.
- The maximum clock insertion buffer count reads 2.
- The areal power density over the cells reads 1120 nW/um^2.
- The met2 layer wire length in the routed design is 254 um.
- The number of fill cells reads 389.
- The fraction of registers with async set or reset after synthesis reads 0%.
- The final number of max-transition violations is 0.
- Once iteration 0 of detailed routing completed, the report listed 19 DRC markers.
- The detailed router reports a met3 wire length of 38 um.
- The number of enable-type register cells in the synthesized netlist reads 5.
- Looking at the worst setup and hold paths, the clock pins of their registers show a slew of 50 ps.
- The final core utilization reads 13.8%.
- The final timing report lists clock skew as 4.45 ps.
- The commonest cells after synthesis are sky130_fd_sc_hd__edfxtp_1 (5), sky130_fd_sc_hd__ha_1 (2), sky130_fd_sc_hd__inv_1 (2), sky130_fd_sc_hd__nor2_1 (2).
- The startpoint kind of the worst setup timing path reads a register.
- The final routed wirelength across all metal layers reads 540 um.
- The type of the most critical hold path is register to register.
- 7 I/O pins were placed.
- The count of unresolved DRC violations after routing reads 0.
- The detailed placer's ending HPWL is 393 um.
- The cell type with the largest total area is sky130_fd_sc_hd__edfxtp_1.
- The number of distinct library cell variants in the gate-level netlist after synthesis is 12.
- The clock tree from TritonCTS is built.
- The critical-path maximum fanout is 3.
- The count of nets left with antenna violations once routing finished came out at 0.
- The wire length of the first global-routing pass is 855 um.
- Setup repair after global routing could not meet its margin everywhere.
- The average wire per standard cell is 6.59 um.
- The mean cell area of the mapped netlist is 13.7 sq um.
- The global routing usage summed across all routing layers is 1.54%.
- Once synthesis finished, the tally of register bits stood at 5.
- The number of setup violations in the final report is 0.
- The kind of critical path is register to register.
- The maximum number of pins on one net before global-route repair reads 6.
- STA classifies the critical path endpoint as a register.
- The total negative slack for setup checks is 0 ps.
- The number of global-route vias before repair reads 198.
- The length of the first detailed-routing pass in iterations is 2.
- The worst path uses 98.0% of the clock period.
- The instance count after placement with tap cells included is 73.
- The cell area after synthesis is 260 sq um.
- The worst relative slew slack reads 87.2%.
- Per the OpenROAD floorplan log, the area of the core is 3420 sq um.
- The die boundary width is 80 um.
- The number of warnings in the stage logs reads 27.
- In the post-synthesis netlist, the cell with the most instances is sky130_fd_sc_hd__edfxtp_1.
- The run finished with clean final reports.
- The slew at the pin with the worst max-slew slack reads 192 ps.
- The number of clock buffers inserted by TritonCTS reads 3.
- The required time at the worst-slack endpoint reads 1400 ps.
- The arrival time of data at the worst endpoint is listed as 1370 ps.
- Sorting the synthesized cells by area gives the leading types as sky130_fd_sc_hd__edfxtp_1 (58%), sky130_fd_sc_hd__ha_1 (9.6%), sky130_fd_sc_hd__o211ai_2 (4.8%).
- The report counts max-capacitance violations totalling 0.
- The worst register-to-register path has a setup slack of 30 ps.
- The CTS root buffer is sky130_fd_sc_hd__clkbuf_4.
- The peak ir drop on the vdd network is 0.141 mV.
- The final global-route overflow total reads 0.
- The routed metal-1 wirelength is 233 um.
- The final instance count without filler cells reads 82.
- Counting endpoints that fail hold in the final report gives 0.
- The chip area estimate from yosys synthesis is 260 sq um.
- Between the synthesized netlist and the finished layout, the area growth was recorded as 80.8%.
- The share of the synthesized area in the top cell type reads 57.7%.
- The count of vias placed by the detailed router reads 193.
- The ratio of cells with drive above 1 in the final layout reads 44.4%.
- The number of antenna violations at the first check in global routing was 0.
- The gate count after technology mapping reads 19.
## layout make-up
type	count	area, sq um	area share (%)
Timing Repair Buffer	13	111	23.7
Multi-Input combinational cell	12	118	25.0
Clock buffer	4	26.3	5.59
Inverter	2	7.51	1.60
Tap cell	46	57.6	12.2
Sequential cell	5	150	31.9
## state kept, by name, indices dropped and copies added (netlist names)
signal,cells
ten,1
count,4
## timing repair
action / 4_1_cts / 5_1_grt
hold endpoints to repair: 0 / 0
buffers inserted: 4 / 1
pin swaps: 2 / 1
resized: 7 / 2
endpoints found under the setup margin: 4 / 4
## metrics by stage
stage	hold slack, ps	setup WS [ps]	area [sq um]
floorplan	510	90.9	260
global placement	683	43.5	393
detailed placement	698	21.3	393
CTS	725	0.316	460
global route	769	-23.1	470
finish	722	25.5	470
## cells in the final DEF (no fill, tap or decap)
cell type                         count
sky130_fd_sc_hd__nor2_1               2
sky130_fd_sc_hd__nand2_1              1
sky130_fd_sc_hd__a21bo_2              1
sky130_fd_sc_hd__inv_1                1
sky130_fd_sc_hd__dlygate4sd2_1        4
sky130_fd_sc_hd__clkdlybuf4s50_1      2
sky130_fd_sc_hd__ha_1                 1
sky130_fd_sc_hd__and3b_2              1
sky130_fd_sc_hd__clkbuf_4             3
sky130_fd_sc_hd__clkbuf_1             1
sky130_fd_sc_hd__and2_1               1
sky130_fd_sc_hd__o211ai_2             1
sky130_fd_sc_hd__edfxtp_1             5
sky130_fd_sc_hd__nand4b_1             1
sky130_fd_sc_hd__mux2i_1              1
sky130_fd_sc_hd__or3b_4               1
sky130_fd_sc_hd__buf_6                1
sky130_fd_sc_hd__inv_2                1
sky130_fd_sc_hd__buf_4                6
sky130_fd_sc_hd__ha_4                 1
## routing by layer
metal  vias up  track usage (%)
li1        102                -
met1        84             2.10
met2         5             2.17
met3         2            0.341
met4         0            0.880
met5         -                0
## report_power, final
group	switching (mW)	internal, mW	leakage (nW)	total (mW)
Combinational	0.0475	0.0850	0.126	0.133
Clock	0.0652	0.116	0.0150	0.181
Sequential	0.00817	0.203	0.0499	0.211
## worst paths after layout
check,start,to,cells after the start
hold reg to reg,count[2],count[2],2
hold / removal,count[2],count[2],2
setup reg to reg,count[0],count[3],4
setup / recovery,count[0],count[3],4
## worst max-delay path, cell delays in order (launching register included)
cell	delay, ps
sky130_fd_sc_hd__edfxtp_1	410
sky130_fd_sc_hd__buf_6	150
sky130_fd_sc_hd__ha_4	150
sky130_fd_sc_hd__or3b_4	360
sky130_fd_sc_hd__o211ai_2	60
## cell families (layout without fill, tap and decap cells)
logic type,count (synthesis),count (layout),synth area share (%)
and+or+nand+nor,7,7,17.3
AOI/OAI and AO/OA,2,2,8.65
DFF,5,5,57.7
muxes,1,1,3.85
buffers and inverters,2,19,2.89
adders and majority gates,2,2,9.61
Power figures rest on the tool's default switching activity, not on a simulated workload.
