## design/flow/config.mk

```make
export PLATFORM = sky130hd
export DESIGN_NAME = CCTA
export DESIGN_NICKNAME = CCTA
export VERILOG_FILES = /design/flow/design.v
export SDC_FILE = /design/flow/constraint.sdc
export NUM_CORES = 4
export LEC_CHECK = 1
export CORE_AREA = 10 10 70 70
export DIE_AREA = 0 0 80 80
```

## design/flow/constraint.sdc

```tcl
current_design CCTA

set clk_period 2.3
set clk_io_pct 0.2

create_clock -name clk0 -period $clk_period

set non_clock_inputs [all_inputs -no_clocks]
set_input_delay [expr $clk_period * $clk_io_pct] -clock clk0 $non_clock_inputs
set_output_delay [expr $clk_period * $clk_io_pct] -clock clk0 [all_outputs]
```

## design/flow/design.v

```verilog
`timescale 1ns / 1ps
module CCTA(
    input [3:0] A,
    input [3:0] B,
    input [3:0] C,
    input rst,
    input ctrl,
    output reg [4:0] q
);
always @(A or B or C or rst or ctrl) begin
    if (rst) begin
        q <= 0;
    end
    else if (!rst) begin
        if (!ctrl) begin
            q <= A + B;
        end
        else begin
            q <= A - C;
        end
    end
end
endmodule
```

## design/flow/run.sh

```bash
#!/bin/bash
# OpenROAD 26Q1-2900-gdf79404cd8, Yosys 0.63+post, stock flow scripts
make -C /OpenROAD-flow-scripts/flow DESIGN_CONFIG=/design/flow/config.mk WORK_HOME=/design/flow/orfs finish
```

==> out/metrics.csv <==
stage,metric,value,unit
sta,RSZ-0062 raised after global routing,yes,
finish,Top cell excl fill/tap,buf_4,
drt,Starting DRT DRC Count,9,
clock_tree,Post-CTS Hold Fix Bufs,0,
finish,flip-flops,0,
drt,routed wire length,999,um
logic_synthesis,Post-Synthesis Cells,36,
placed_design,Buffers on Ports,19,
placed_design,Area after DPL,526,um^2
global_routing,first-pass GRT wire length,1520,um
sta,fin crit share,109,%
placed_design,HPWL Detailed,782,um
finish,Area Growth Syn to Fin,145,%
run,tally of OpenROAD warnings,34,
min_path,min-delay worst type,in2out,
sta,Final Hold Viols,0,
drt,vias,339,
pwr,VDD IR max,0.0409,mV
logic_synthesis,YS warnings,1,
worst_setup_path,Setup CP Type,in2out,
worst_setup_path,"Req. time, crit path",1.84,ns
finish,# clk buffers,0,
pwr,PwrDens,231,nW/um^2
sta,max_slew headroom,86.1,%
die,Placeable Area,3420,um^2
sta,Hold Slack,1.52,ns
sta,Max Transition Viols Final,0,
worst_setup_path,"Data arrival, critical path",2.05,ns
worst_setup_path,Crit. End Element,output pin,
logic_synthesis,Mapped Area,251,um^2
finish,Finished Cell Area,616,um^2
finish,FF/Latch Area,0,um^2
finish,layout cells sized above 1,50.0,%
drt,DRT Pass-1 Iters,2,
global_routing,grt ovf,0,
worst_setup_path,Setup crit start,B[0],
run,Max-cap violations,0,
pwr,Pleak,0.270,nW
drt,Detail Route Antenna Nets,0,
die,die area,6400,um^2
drt,Routed WL per cell,9.08,um
sta,worst-margin pin slew,0.208,ns
placed_design,Placement Setup Slack,-1.09,ns
sta,Period minus WS final,2.51,ns
die,Starting Density,7.36,%
die,Core Rows,21,
placed_design,GPL Wtd Cong,0.769,
logic_synthesis,cell total in the yosys stat output,36,
drt,Via density,3.08,
die,IO Count,19,
worst_setup_path,"Max FO, Critical Path",2,
outcome,failing checks,negative setup slack,
worst_setup_path,Startpoint Class,input pin,
die,die width,80,um
logic_synthesis,average cell area after synthesis,6.99,um^2
min_path,hold_sp,B[2],
sta,Final setup viols,3,
global_routing,pin count of the biggest net entering global routing,6,
outcome,outcome,"finished, violations left",
global_routing,vias in the first global route,329,
logic_synthesis,Synth cell types,16,
global_routing,initial antenna violation count,0,
sta,f_max,0.399,GHz
global_routing,GRT Overall Usage,2.80,%
finish,most frequent cells in the layout,"buf_4, nor2_1, clkdlybuf4s50_1",
drt,ant diodes,0,
drt,DRC viols,0,
logic_synthesis,"Seq/Total Area, Yosys",0,%
logic_synthesis,synthesis area per yosys,251,um^2
sta,worst setup margin,-0.206,ns
die,die height,80,um
metal layers:
metal	GRT usage [%]	part of all wire, %
met3	0.795	11
met4	0	0
met2	4.33	42
met1	3.97	47
met5	0	0
synthesized netlist by cell type (all sizes together):
library cell / instances / share of area, %
xnor2: 2 / 7.0
nand2: 1 / 1.5
xor2: 2 / 7.0
clkbuf: 1 / 1.5
fa: 1 / 8.0
a21oi: 4 / 9.5
ha: 5 / 25
o21ai: 1 / 2.0
a21o: 1 / 3.0
mux2i: 1 / 4.0
nor2: 6 / 9.0
o21a: 2 / 6.0
nor2b: 2 / 5.0
inv: 4 / 6.0
nor3: 3 / 6.0
cell families after synthesis:
group                    after synthesis  share of synthesized area, %
AND-OR/OR-AND                          8                          20.4
XOR/XNOR                               4                          13.9
adder cells (fa/ha/maj)                6                          32.8
buffers and inverters                  5                          7.46
multiplexers                           1                          3.98
AND/OR/NAND/NOR                       12                          21.4
critical path, stage by stage:
cell,delay [ns]
buf_8,0.10
inv_6,0.05
ha_4,0.19
mux2i_2,0.17
buf_4,0.15
ha_4,0.18
nor2b_1,0.12
o21a_1,0.17
o21a_1,0.17
nor3_2,0.15
buf_2,0.12
power by group:
group,internal [mW],switching [mW]
combinational,0.0876,0.0545
clock,0,0
sequential,0,0
total,0.0876,0.0545
repair_timing:
item                                    4_1_cts  5_1_grt
buffers inserted                              4        2
cloned                                        0        0
pin swaps                                    14       14
endpoints found under the setup margin        5        4
resized                                      48        7
stage by stage:
step                util [%]  std cells  TNS, ns  power, mW
floorplan                  -         36        0     0.0538
global placement        15.4        104    -3.91      0.120
detailed placement      15.4        104    -3.98      0.121
CTS                     17.4        108   -0.346      0.133
global route            18.0        110   -0.787      0.158
finish                  18.0        110   -0.472      0.142
final cells by class:
class	count	area (um^2)
timing repair buffer	29	244
tap	46	57.6
fill	378	2800
multi-input combinational	31	292
inverter	4	22.5
worst paths after layout:
path / to / slack (ns) / cells past startpoint
max: q[3] / -0.21 / 11
min: q[4] / 1.52 / 6
Power and IR drop assume default switching activity.
